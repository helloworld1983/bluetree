==> flow/design.v <==
module FIFO2(CLK,
             RST_N,
             D_IN,
             ENQ,
             FULL_N,
             D_OUT,
             DEQ,
             EMPTY_N,
             CLR);
   parameter width = 1;
   parameter guarded = 1;
   input     CLK ;
   input     RST_N ;
   input [width - 1 : 0] D_IN;
   input                 ENQ;
   input                 DEQ;
   input                 CLR ;
   output                FULL_N;
   output                EMPTY_N;
   output [width - 1 : 0] D_OUT;
   reg                    full_reg;
   reg                    empty_reg;
   reg [width - 1 : 0]    data0_reg;
   reg [width - 1 : 0]    data1_reg;
   assign                 FULL_N = full_reg ;
   assign                 EMPTY_N = empty_reg ;
   assign                 D_OUT = data0_reg ;
   wire                   d0di = (ENQ && ! empty_reg ) || ( ENQ && DEQ && full_reg ) ;
   wire                   d0d1 = DEQ && ! full_reg ;
   wire                   d0h = ((! DEQ) && (! ENQ )) || (!DEQ && empty_reg ) || ( ! ENQ &&full_reg) ;
   wire                   d1di = ENQ & empty_reg ;
   // synopsys translate_off
   initial
     begin
        data0_reg   = {((width + 1)/2) {2'b10}} ;
        data1_reg  = {((width + 1)/2) {2'b10}} ;
        empty_reg = 1'b0;
        full_reg  = 1'b1;
     end  
   // synopsys translate_on
   always@(posedge CLK  )
     begin
        if (!RST_N)
          begin
             empty_reg <=  1'b0;
             full_reg  <=  1'b1;
          end  
        else
          begin
             if (CLR)
               begin
                  empty_reg <=  1'b0;
                  full_reg  <=  1'b1;
               end  
             else if ( ENQ && ! DEQ )  
               begin
                  empty_reg <=  1'b1;
                  full_reg <=  ! empty_reg ;
               end
             else if ( DEQ && ! ENQ )
               begin
                  full_reg  <=  1'b1;
                  empty_reg <=  ! full_reg;
               end  
          end  
     end  
   always@(posedge CLK   )
     begin
          begin
             data0_reg  <= 
                           {width{d0di}} & D_IN | {width{d0d1}} & data1_reg | {width{d0h}} & data0_reg ;
             data1_reg <= 
                          d1di ? D_IN : data1_reg ;
          end  
     end  
   // synopsys translate_off
   always@(posedge CLK)
     begin: error_checks
        reg deqerror, enqerror ;
        deqerror =  0;
        enqerror = 0;
        if ( RST_N )
          begin
             if ( ! empty_reg && DEQ )
               begin
                  deqerror =  1;
                  $display( "Warning: FIFO2: %m -- Dequeuing from empty fifo" ) ;
               end
             if ( ! full_reg && ENQ && (!DEQ || guarded) )
               begin
                  enqerror = 1;
                  $display( "Warning: FIFO2: %m -- Enqueuing to a full fifo" ) ;
               end
          end
     end  
   // synopsys translate_on
endmodule
module mkBluetreeMux2(CLK,
		      RST_N,
		      EN_client_request_get,
		      client_request_get,
		      RDY_client_request_get,
		      client_response_put,
		      EN_client_response_put,
		      RDY_client_response_put,
		      server0_request_put,
		      EN_server0_request_put,
		      RDY_server0_request_put,
		      EN_server0_response_get,
		      server0_response_get,
		      RDY_server0_response_get,
		      server1_request_put,
		      EN_server1_request_put,
		      RDY_server1_request_put,
		      EN_server1_response_get,
		      server1_response_get,
		      RDY_server1_response_get);
  input  CLK;
  input  RST_N;
  input  EN_client_request_get;
  output [197 : 0] client_request_get;
  output RDY_client_request_get;
  input  [174 : 0] client_response_put;
  input  EN_client_response_put;
  output RDY_client_response_put;
  input  [197 : 0] server0_request_put;
  input  EN_server0_request_put;
  output RDY_server0_request_put;
  input  EN_server0_response_get;
  output [174 : 0] server0_response_get;
  output RDY_server0_response_get;
  input  [197 : 0] server1_request_put;
  input  EN_server1_request_put;
  output RDY_server1_request_put;
  input  EN_server1_response_get;
  output [174 : 0] server1_response_get;
  output RDY_server1_response_get;
  wire [197 : 0] client_request_get;
  wire [174 : 0] server0_response_get, server1_response_get;
  wire RDY_client_request_get,
       RDY_client_response_put,
       RDY_server0_request_put,
       RDY_server0_response_get,
       RDY_server1_request_put,
       RDY_server1_response_get;
  wire down_valid_0_1$whas, down_valid_1_1$whas;
  reg [174 : 0] down;
  wire [174 : 0] down$D_IN;
  wire down$EN;
  reg down_valid_0;
  wire down_valid_0$D_IN, down_valid_0$EN;
  reg down_valid_1;
  wire down_valid_1$D_IN, down_valid_1$EN;
  reg [31 : 0] ticks;
  wire [31 : 0] ticks$D_IN;
  wire ticks$EN;
  wire [197 : 0] in0$D_IN, in0$D_OUT;
  wire in0$CLR, in0$DEQ, in0$EMPTY_N, in0$ENQ, in0$FULL_N;
  wire [197 : 0] in1$D_IN, in1$D_OUT;
  wire in1$CLR, in1$DEQ, in1$EMPTY_N, in1$ENQ, in1$FULL_N;
  wire [197 : 0] up$D_IN, up$D_OUT;
  wire up$CLR, up$DEQ, up$EMPTY_N, up$ENQ, up$FULL_N;
  wire CAN_FIRE_RL_relay_up_1, WILL_FIRE_RL_relay_up_0;
  wire [197 : 0] MUX_up$enq_1__VAL_1, MUX_up$enq_1__VAL_2;
  wire MUX_up$enq_1__SEL_2;
  wire [7 : 0] x__h1007, x__h1149, x__h1627, y_avValue_cpu_id__h1526;
  assign client_request_get = up$D_OUT ;
  assign RDY_client_request_get = up$EMPTY_N ;
  assign RDY_client_response_put = 1'd1 ;
  assign RDY_server0_request_put = in0$FULL_N ;
  assign server0_response_get = down ;
  assign RDY_server0_response_get = down_valid_0 ;
  assign RDY_server1_request_put = in1$FULL_N ;
  assign server1_response_get = down ;
  assign RDY_server1_response_get = down_valid_1 ;
  FIFO2 #(.width(32'd198), .guarded(32'd1)) in0(.RST_N(RST_N),
						.CLK(CLK),
						.D_IN(in0$D_IN),
						.ENQ(in0$ENQ),
						.DEQ(in0$DEQ),
						.CLR(in0$CLR),
						.D_OUT(in0$D_OUT),
						.FULL_N(in0$FULL_N),
						.EMPTY_N(in0$EMPTY_N));
  FIFO2 #(.width(32'd198), .guarded(32'd1)) in1(.RST_N(RST_N),
						.CLK(CLK),
						.D_IN(in1$D_IN),
						.ENQ(in1$ENQ),
						.DEQ(in1$DEQ),
						.CLR(in1$CLR),
						.D_OUT(in1$D_OUT),
						.FULL_N(in1$FULL_N),
						.EMPTY_N(in1$EMPTY_N));
  FIFO2 #(.width(32'd198), .guarded(32'd1)) up(.RST_N(RST_N),
					       .CLK(CLK),
					       .D_IN(up$D_IN),
					       .ENQ(up$ENQ),
					       .DEQ(up$DEQ),
					       .CLR(up$CLR),
					       .D_OUT(up$D_OUT),
					       .FULL_N(up$FULL_N),
					       .EMPTY_N(up$EMPTY_N));
  assign WILL_FIRE_RL_relay_up_0 = in0$EMPTY_N && up$FULL_N ;
  assign CAN_FIRE_RL_relay_up_1 = up$FULL_N && in1$EMPTY_N ;
  assign MUX_up$enq_1__SEL_2 =
	     CAN_FIRE_RL_relay_up_1 && !WILL_FIRE_RL_relay_up_0 ;
  assign MUX_up$enq_1__VAL_1 =
	     { in0$D_OUT[197:16], x__h1007, in0$D_OUT[7:0] } ;
  assign MUX_up$enq_1__VAL_2 =
	     { in1$D_OUT[197:16], x__h1149, in1$D_OUT[7:0] } ;
  assign down_valid_0_1$whas =
	     EN_client_response_put &&
	     (client_response_put[7:0] == 8'd255 || !client_response_put[0]) ;
  assign down_valid_1_1$whas =
	     EN_client_response_put && client_response_put[0] ;
  assign down$D_IN = { client_response_put[174:8], x__h1627 } ;
  assign down$EN = EN_client_response_put ;
  assign down_valid_0$D_IN = down_valid_0_1$whas ;
  assign down_valid_0$EN = 1'd1 ;
  assign down_valid_1$D_IN = down_valid_1_1$whas ;
  assign down_valid_1$EN = 1'd1 ;
  assign ticks$D_IN = ticks + 32'd1 ;
  assign ticks$EN = 1'd1 ;
  assign in0$D_IN = server0_request_put ;
  assign in0$ENQ = EN_server0_request_put ;
  assign in0$DEQ = WILL_FIRE_RL_relay_up_0 ;
  assign in0$CLR = 1'b0 ;
  assign in1$D_IN = server1_request_put ;
  assign in1$ENQ = EN_server1_request_put ;
  assign in1$DEQ = MUX_up$enq_1__SEL_2 ;
  assign in1$CLR = 1'b0 ;
  assign up$D_IN =
	     WILL_FIRE_RL_relay_up_0 ?
	       MUX_up$enq_1__VAL_1 :
	       MUX_up$enq_1__VAL_2 ;
  assign up$ENQ =
	     WILL_FIRE_RL_relay_up_0 ||
	     CAN_FIRE_RL_relay_up_1 && !WILL_FIRE_RL_relay_up_0 ;
  assign up$DEQ = EN_client_request_get ;
  assign up$CLR = 1'b0 ;
  assign x__h1007 =
	     (in0$D_OUT[15:8] == 8'd255) ?
	       in0$D_OUT[15:8] :
	       { in0$D_OUT[14:8], 1'd0 } ;
  assign x__h1149 =
	     (in1$D_OUT[15:8] == 8'd255) ?
	       in1$D_OUT[15:8] :
	       { in1$D_OUT[14:8], 1'd1 } ;
  assign x__h1627 =
	     (client_response_put[7:0] == 8'd255) ?
	       client_response_put[7:0] :
	       y_avValue_cpu_id__h1526 ;
  assign y_avValue_cpu_id__h1526 = { 1'd0, client_response_put[7:1] } ;
  always@(posedge CLK)
  begin
    if (!RST_N)
      begin
        down <=  175'd0;
	down_valid_0 <=  1'd0;
	down_valid_1 <=  1'd0;
	ticks <=  32'd0;
      end
    else
      begin
        if (down$EN) down <=  down$D_IN;
	if (down_valid_0$EN)
	  down_valid_0 <=  down_valid_0$D_IN;
	if (down_valid_1$EN)
	  down_valid_1 <=  down_valid_1$D_IN;
	if (ticks$EN) ticks <=  ticks$D_IN;
      end
  end
  // synopsys translate_off
  initial
  begin
    down = 175'h2AAAAAAAAAAAAAAAAAAAAAAAAAAAAAAAAAAAAAAAAAAA;
    down_valid_0 = 1'h0;
    down_valid_1 = 1'h0;
    ticks = 32'hAAAAAAAA;
  end
  // synopsys translate_on
endmodule   
==> flow/config.mk <==
export PLATFORM = sky130hd
export DESIGN_NAME = mkBluetreeMux2
export DESIGN_NICKNAME = mkBluetreeMux2
export VERILOG_FILES = /design/flow/design.v
export SDC_FILE = /design/flow/constraint.sdc
export NUM_CORES = 4
export LEC_CHECK = 1
export CORE_AREA = 10 10 609 609
export DIE_AREA = 0 0 619 619
==> flow/constraint.sdc <==
current_design mkBluetreeMux2

set clk_period 31.9
set clk_io_pct 0.2

create_clock -name clk0 -period $clk_period [get_ports {CLK}]

set non_clock_inputs [all_inputs -no_clocks]
set_input_delay [expr $clk_period * $clk_io_pct] -clock clk0 $non_clock_inputs
set_output_delay [expr $clk_period * $clk_io_pct] -clock clk0 [all_outputs]
==> flow/run.sh <==
#!/bin/bash
# OpenROAD 26Q1-2900-gdf79404cd8, Yosys 0.63+post, stock flow scripts
make -C /OpenROAD-flow-scripts/flow DESIGN_CONFIG=/design/flow/config.mk WORK_HOME=/design/flow/orfs finish
==> results.txt <==
flow finished, numbers: run status completed, CP dominant cell by count buf_4, Power Density approximately 77 nW/um^2, crit path kind input port to flip-flop, Reg2Reg Setup Slack around 27000 ps, biggest area cells edfxtp_1, dfxtp_1, a221o_1, largest fanout on the critical path 41, fmax about 100 MHz, area leader, netlist edfxtp_1, setup bufs post-CTS 0, tool warning count 37, crit-path cells clkdlybuf4s50_1, and2_4, buf_4, buf_4, buf_4, buf_4, most instantiated library cell after synthesis dfxtp_1, total CTS buffers 158, layout cells sized above 1 11.0%, Tot GR Track Use between 10% and 20%, Min-Delay Path Depth 2, clock latency (worst-skew pair) about 890 ps, Post-synth top cells dfxtp_1, a221o_1, edfxtp_1, and2_1, mux2_2, clock skew roughly 100 ps, GRT Residual Overflow 0, Initial DRT Pass Iterations 5, Lkg Pwr about 25 nW, Detailed Route Iter0 Violations approximately 2.6k, cell count in the Yosys report around 3.6k, Slew Limit Fails 0, Slew headroom between 30% and 40%, Post-synth ARST share 0%, Mapped Area roughly 51000 um^2, Min Hold Slack 437 ps, final worst-path cycle share 30.0%, core area between 300000 and 400000 um^2, ys flop type dfxtp_1, dpl hpwl between 150000 and 200000 um, Die Ht roughly 620 um, # rows between 200 and 250, cts hold-fix bufs 0, Avg Synthesized Cell Area roughly 14 um^2, initial antenna violation count around 110, Max stage delay on crit path 720 ps, Die Size 383000 um^2, Remaining DRCs 0, arrival time worst endpoint 10020 ps, EDFF count, synth approximately 600, H-tree levels 4, Syn Inst Count approximately 3.6k, first-pass GRT wire length 321000 um, sequential area share after synthesis between 60 and 70%, Cell Area, Placed 66300 um^2, IO buf count roughly 1.1k, Post-CTS Resized 0, CTS Buffer Depth 4, CP endpoint kind flip-flop, Routed WL between 200000 and 250000 um, MaxCap Viol Count 0, final setup margin around 22000 ps, wire per inst 25.6 um, setup TNS 0 ps, nature of the critical path startpoint input port, Synth flops around 1.4k, Yosys cell types 35, final hold vios 0, synthesis warning total 3, Finished Cell Area between 70000 and 80000 um^2, RSZ-0062 raised after global routing false, DR vias about 35k, YS chip area approximately 50000 um^2, vias per inst about 3.7, total power between 0.005 and 0.006 W, die width 619 um, Area growth, synth to finish 40.7%, clk slew on worst S/H paths around 60 ps, min-delay worst type flip-flop to flip-flop, largest net degree at the start of global routing 107, Post-Place Worst Slack 21390 ps, Core Density at Floorplan about 14%, reg2reg path depth 8, root buf cell clkbuf_16, maximum VDD drop ~0.056 mV, Crit-path slowest cell buf_4, CTS tree built, IO Pins between 1k and 1.5k, vias in the first global route between 30k and 40k, crit path DRT between 30000 and 40000 ps, min Tclk post-route about 9600 ps, placer congestion estimate between 0.9 and 1, final setup vio count 0, Synth top area share 34.9%, DRT antenna net count 0, # clock sinks roughly 1.4k, Worst Tran Pin Value slightly above 900 ps
## worst max-delay path: cells and delay by family
| family | cells | cell delay [ps] |
|---|---|---|
| AND/OR/NAND/NOR | 1 | 490 |
| buffers and inverters | 5 | 3000 |
## cell type report
class,instances,area (um^2)
inverters,11,41.3
diodes,73,183
clock inverters,65,728
fillers,37582,285000
repair buffers,1193,11800
multi-input cells,1785,15200
clock buffers,220,4430
flip-flops and latches,1369,33300
well taps,4751,5940
## worst paths after layout
check | from | endpoint
max reg2reg | up.full_reg | up.data0_reg[109]
min | in0.data1_reg[86] | in0.data0_reg[86]
max | EN_server1_request_put | in1.data1_reg[110]
min reg2reg | in0.data1_reg[86] | in0.data0_reg[86]
## through the flow
| stage | cells | utilization, % |
|---|---|---|
| CTS | 9394 | 20.1 |
| floorplan | 3600 | - |
| detailed placement | 9109 | 18.6 |
| global route | 9462 | 20.1 |
| finish | 9467 | 20.1 |
| global placement | 9109 | 18.6 |
## layout by cell type, fill, tap and decap left out, drive strengths merged, types with 67 or more instances in the layout
cell | Yosys | layout
buf | 283 | 67
edfxtp | 593 | 593
diode | 0 | 73
dfxtp | 776 | 776
clkdlybuf4s50 | 0 | 1126
clkbuf | 152 | 220
nor2b | 177 | 177
a221o | 594 | 594
mux2 | 197 | 197
mux2i | 174 | 174
and2 | 596 | 596
## routing by layer
metal / wire (um) / vias up / track usage (%) / part of all wire, %
met5: 300 / - / 0 / 0.12
met4: 11100 / 44 / 5.36 / 4.6
met3: 31000 / 410 / 6.72 / 13
met2: 115000 / 1623 / 19.8 / 48
met1: 84500 / 17443 / 13.5 / 35
li1: - / 15389 / - / -
## power breakdown
| part | internal (W) | switching, W |
|---|---|---|
| combinational | 0.000685 | 0.000561 |
| clock | 0.00105 | 0.000774 |
| sequential | 0.00224 | 0.000218 |
## kinds of logic after synthesis
kind of cell,after synthesis,share of synthesized area [%]
DFF,1369,65.4
and+or+nand+nor,793,9.74
AOI/OAI and AO/OA,612,11.9
buffers and inverters,446,4.96
muxes,371,7.77
adders and majority gates,8,0.196
other,1,0.00736
Power and IR drop assume default switching activity.
